File: flow/config.mk
export PLATFORM = sky130hd
export DESIGN_NAME = interrupt_controller
export DESIGN_NICKNAME = interrupt_controller
export VERILOG_FILES = /design/flow/design.v
export SDC_FILE = /design/flow/constraint.sdc
export NUM_CORES = 4
export LEC_CHECK = 1
export CORE_UTILIZATION = 40
File: flow/constraint.sdc
current_design interrupt_controller

set clk_period 3.1
set clk_io_pct 0.2

create_clock -name clk0 -period $clk_period [get_ports {pclk_i}]

set non_clock_inputs [all_inputs -no_clocks]
set_input_delay [expr $clk_period * $clk_io_pct] -clock clk0 $non_clock_inputs
set_output_delay [expr $clk_period * $clk_io_pct] -clock clk0 [all_outputs]
File: flow/design.v
module interrupt_controller(
pclk_i, paddr_i, pwdata_i, prdata_o, pwrite_i, penable_i, psel_i, pready_o, perror_o, intr_to_service_o, intr_serviced_i, preset_i, intr_valid_o,
intr_active_i
);
parameter S_NO_INTR=4'b1000,  
		  S_INTR=4'b0100,  
		  S_WAIT=4'b0010,  
		  S_ERROR=4'b0001,  
		  DATA_WIDTH=8,  
		  ADDR_WIDTH=8,  
		  NUM_INTR=16,  
		  INTR_SERV=4;  
input pclk_i, pwrite_i, penable_i, intr_serviced_i, preset_i, psel_i;
input [DATA_WIDTH-1 : 0] pwdata_i;
input [ADDR_WIDTH-1 : 0] paddr_i;
input [NUM_INTR-1 : 0] intr_active_i;
output reg pready_o, perror_o, intr_valid_o;
output reg [DATA_WIDTH-1 : 0] prdata_o;
output reg [INTR_SERV-1 : 0] intr_to_service_o;
reg [3 : 0] state, next_state;
reg [INTR_SERV-1 : 0] priority_reg [NUM_INTR-1 : 0];
reg [INTR_SERV-1 : 0]current_highest_priority, interrupt_number; 
integer i;
always @ (posedge pclk_i) begin
	if (preset_i == 1) begin
		pready_o = 0;
		perror_o = 0;
		prdata_o = 0;
		intr_to_service_o = 0; 
		intr_valid_o = 0;
		for (i=0; i<NUM_INTR; i=i+1) priority_reg[i] = 0;
		state = S_NO_INTR;
		next_state = S_NO_INTR;
		current_highest_priority = 0;
		interrupt_number = 0;
	end
	else begin
		perror_o = 0;
		if ( (psel_i & penable_i) == 1) begin
		 	pready_o = 1;
			if (pwrite_i == 1) priority_reg[paddr_i] = pwdata_i;
			else if ((pwrite_i == 0) && (prdata_o == {DATA_WIDTH{1'bz}})) prdata_o = priority_reg[paddr_i];
			else perror_o = 1;  
		end
		else pready_o = 0;
	end
end
always @ (posedge pclk_i) begin
	if (preset_i != 1) begin
		case (state)
			S_NO_INTR: begin
				if (intr_active_i != 0) next_state = S_INTR;
				else next_state = S_NO_INTR;
			end
			S_INTR: begin
				current_highest_priority = 0;
				interrupt_number = 0;
				for (i=0; i<NUM_INTR; i=i+1) begin
					if (intr_active_i[i] == 1) begin
						if ( current_highest_priority < priority_reg[i]) begin
							current_highest_priority = priority_reg[i];
							interrupt_number = i;
						end
					end
				end
				intr_to_service_o = interrupt_number;
				intr_valid_o = 1;
				next_state = S_WAIT;
			end
			S_WAIT: begin
				if (intr_serviced_i == 1) begin
					intr_to_service_o = 0;
					intr_valid_o = 0;
					if (intr_active_i != 0) next_state = S_INTR;
					else next_state = S_NO_INTR;
				end
			end
			S_ERROR: begin
			end
		endcase
	end
end
always @ (next_state) state = next_state;
endmodule
File: flow/run.sh
#!/bin/bash
# OpenROAD 26Q1-2900-gdf79404cd8, Yosys 0.63+post, stock flow scripts
make -C /OpenROAD-flow-scripts/flow DESIGN_CONFIG=/design/flow/config.mk WORK_HOME=/design/flow/orfs finish
==> impl_metrics.tcl <==
# yosys + openroad results
set metrics [dict create \
    setup_viol_count_final 0 \
    synth_area_leader_cell "sky130_fd_sc_hd__dfxtp_1" \
    finClkSkew_ns 0.009315 \
    cts_setup_buffers 0 \
    crit_slowest_cell "sky130_fd_sc_hd__clkdlybuf4s50_1" \
    cts_root_buf "sky130_fd_sc_hd__clkbuf_8" \
    syn-cell-area_mm2 0.003367 \
    cp_slowest_stage_delay_ns 0.67 \
    drt-total-wl_mm 7.926 \
    residual_drc 0 \
    grtUsageTotal 0.1996 \
    power.density_cell_area_mw_per_mm2 536.1 \
    fin_area_mm2 0.003834 \
    run_status "finished, final reports clean" \
    ctsHtreeMaxLevel 3 \
    cp_data_arrival_time_ns 2.67 \
    path_cells "clkdlybuf4s50_1, nor2b_1, a22oi_1, o221ai_1, nor4_1, o21ai_1" \
    dp_hpwl_mm 5.395 \
    drt-wirelength-per-cell_um 15.39 \
    grt_pass1_wl_mm 13.17 \
    synth-warning-count 17 \
    sequential_group_share_of_total_power 0.441 \
    io_buffers 18 \
    power_switching_share 0.2150 \
    yosys_area_mm2 0.003367 \
    horizontal_die_dimension_um 93.75 \
    syn-instance-count 395 \
    drtIter0Drc 210 \
    synth-main-ff-cell "sky130_fd_sc_hd__dfxtp_1" \
    rsz0062_at_grt "no" \
    floorplan.rows 33 \
    max_freq_mhz 409.7 \
    worst_slew_slack_as_a_fraction_of_its_limit 0.4865 \
    first_global_vias 2588 \
    maxCapViolations 0 \
    kind_of_critical_path "input pin to register" \
    max_reg_flops 64 \
    core_area_mm2 0.008175 \
    placed_cell_area_mm2 0.003553 \
    layout_worst_path_cycle_share 0.7873 \
    detail_route.vias_per_cell 5.340 \
    yosysSeqAreaShare 0.4162 \
    clk_latency_ns 0.34 \
    p_leak_uw 0.001327 \
    worstPathMaxFanout 10 \
    tritoncts "built" \
    gpl.final_weighted_congestion 0.8477 \
    power.internal_uw 1613 \
    top_level_ports 53 \
    synth-edff-count 0 \
    numClockSinks 70 \
    number_of_standard_cells_in_the_layout_taps_in_and_fillers_out 515 \
    initial_utilization 0.4118 \
    endpoint_kind "register" \
    grt_max_degree 65 \
    postCtsHoldBufs 0 \
    tns_ns 0 \
    die_y_um 93.75 \
    tightestPinTransition_ns 0.7678 \
    syn-mean-instance-area_um2 8.524 \
    number_of_flip_flops_and_latches_in_the_synthesized_netlist 70 \
    timing.critical_path.required_ns 3.32 \
    comb_power_share 0.069 \
    clkSlewWorstSetupHoldPaths_ns 0.08 \
    antennaDiodeCount 0 \
    dp_cells 499 \
    grt_overflow 0 \
    number_of_instances_resized_during_post_cts_repair 0 \
    initial_antenna_violation_count 0 \
    postSynth.asyncResetShare 0 \
    detail-route-antenna-nets 0 \
    hold_viol_final 0 \
    drt_pass1_iterations 4 \
    post_synth_main_area_contributors "sky130_fd_sc_hd__dfxtp_1 42%, sky130_fd_sc_hd__mux2i_1 9.2%, sky130_fd_sc_hd__a21oi_1 5.8%" \
    timing.critical_path.from_type "input pin" \
    top_cell_area_share 0.4162 \
    power.ir.vdd_worst_mv 0.3097 \
    cts_inserted_buffers 9 \
    net-switching-power_uw 441.9 \
    post_route_cells_drive_above_1_share 0.1244 \
    openroad.warnings 50 \
    layout-area-overhead-vs-synth_pct 13.86 \
    ctsLongestPathBuffers 2 \
    synth-cells-yosys 395 \
    dr_total_vias 2750 \
    min-delay-path-class "register to register" \
    chip_area_mm2 0.008788 \
    slew_viol_final 0 \
    fin_crit_ns 2.441 \
    clockPowerShare 0.490 \
    synth_cell_type_count 43 \
]
[power groups by stage]
| stage | logic, uW | registers (uW) | clock network [uW] |
|---|---|---|---|
| after global routing | 156 | 907 | 1060 |
| after CTS | 142 | 907 | 1030 |
| final | 142 | 907 | 1010 |
[metrics by stage]
step | total power, uW | worst slack (ns) | util | hold WS (ns)
after floorplan | 1031 | 1.361 | - | 0.4074
after global placement | 1068 | 0.3276 | 0.4347 | 0.4409
after detailed placement | 1069 | 0.3136 | 0.4347 | 0.4436
after CTS | 2080 | 0.6714 | 0.4689 | 0.4536
after global routing | 2119 | 0.5313 | 0.4689 | 0.4759
final | 2055 | 0.6595 | 0.4689 | 0.4483
[cells in the mapped netlist (4+ instances only)]
library cell and instances:
sky130_fd_sc_hd__dfxtp_1 70, sky130_fd_sc_hd__a22oi_1 16, sky130_fd_sc_hd__o21ai_0 20, sky130_fd_sc_hd__buf_6 4, sky130_fd_sc_hd__nand3_1 23, sky130_fd_sc_hd__nor4_1 4, sky130_fd_sc_hd__nand2_1 52, sky130_fd_sc_hd__nor2_1 36
sky130_fd_sc_hd__mux2i_1 31, sky130_fd_sc_hd__o221ai_1 4, sky130_fd_sc_hd__buf_4 16, sky130_fd_sc_hd__nand2b_1 4, sky130_fd_sc_hd__buf_2 6, sky130_fd_sc_hd__o22ai_1 4, sky130_fd_sc_hd__a21oi_1 39, sky130_fd_sc_hd__nor2_2 5
sky130_fd_sc_hd__o21ai_1 5, sky130_fd_sc_hd__clkbuf_1 14, sky130_fd_sc_hd__nor2b_1 6
[logic make-up after synthesis]
family / count (synthesis) / share of synthesized area
other: 1 / 0.001114
DFF: 70 / 0.4162
buffers and inverters: 41 / 0.07469
AOI/OAI and AO/OA: 96 / 0.1713
muxes: 34 / 0.1033
and+or+nand+nor: 153 / 0.2334
[worst max-delay path: cells and delay by family]
| kind | cells | cell delay (ns) |
|---|---|---|
| AND/OR/NAND/NOR | 2 | 0.79 |
| AND-OR/OR-AND | 3 | 0.58 |
| buffers and inverters | 1 | 0.67 |
[worst paths after layout]
kind	from	to	slack, ns	cells after the start
max	paddr_i[2]	prdata_o[2]	0.66	6
min	prdata_o[0]	prdata_o[0]	0.45	2
max reg2reg	priority_reg[5][0]	prdata_o[0]	1.57	5
min reg2reg	prdata_o[0]	prdata_o[0]	0.45	2
[metal layers]
| metal | vias up | track usage | share of wire |
|---|---|---|---|
| li1 | 1402 | - | - |
| met1 | 1270 | 0.3172 | 0.50 |
| met2 | 70 | 0.2908 | 0.43 |
| met3 | 8 | 0.03704 | 0.057 |
| met4 | 0 | 0.03846 | 0.014 |
| met5 | - | 0 | 0 |
[layout make-up]
cell class,instances,area [um2]
fillers,786,4342
multi-input cells,293,1748
flip-flops and latches,70,1401
repair buffers,31,272.8
clock buffers,11,151.4
well taps,105,131.4
clock inverters,5,128.9
[cells in the final DEF, fill, tap and decap left out, types with 4 or more instances in the layout]
cell type,netlist,layout
sky130_fd_sc_hd__o21ai_1,5,5
sky130_fd_sc_hd__clkdlybuf4s50_1,0,17
sky130_fd_sc_hd__a22oi_1,16,16
sky130_fd_sc_hd__bufinv_16,0,4
sky130_fd_sc_hd__dfxtp_1,70,70
sky130_fd_sc_hd__conb_1,1,10
sky130_fd_sc_hd__o221ai_1,4,4
sky130_fd_sc_hd__nand3_1,23,23
sky130_fd_sc_hd__nand2_1,52,52
sky130_fd_sc_hd__o22ai_1,4,4
sky130_fd_sc_hd__nor2_1,36,36
sky130_fd_sc_hd__clkbuf_8,0,11
sky130_fd_sc_hd__o21ai_0,20,20
sky130_fd_sc_hd__nor2_2,5,5
sky130_fd_sc_hd__a21oi_1,39,39
sky130_fd_sc_hd__nor2b_1,6,6
sky130_fd_sc_hd__nand2b_1,4,4
sky130_fd_sc_hd__mux2i_1,31,31
sky130_fd_sc_hd__buf_4,16,13
sky130_fd_sc_hd__nor4_1,4,4
Power is estimated from default activity; no workload was simulated.
